--- design/flow/config.mk ---
export PLATFORM = sky130hd
export DESIGN_NAME = rf
export DESIGN_NICKNAME = rf
export VERILOG_FILES = /design/flow/design.v
export SDC_FILE = /design/flow/constraint.sdc
export NUM_CORES = 4
export LEC_CHECK = 1
export CORE_UTILIZATION = 30
--- design/flow/run.sh ---
#!/bin/bash
# OpenROAD 26Q1-2900-gdf79404cd8, Yosys 0.63+post, stock flow scripts
make -C /OpenROAD-flow-scripts/flow DESIGN_CONFIG=/design/flow/config.mk WORK_HOME=/design/flow/orfs finish
--- design/flow/constraint.sdc ---
current_design rf

set clk_period 7.4
set clk_io_pct 0.2

create_clock -name clk0 -period $clk_period [get_ports {clk}]

set non_clock_inputs [all_inputs -no_clocks]
set_input_delay [expr $clk_period * $clk_io_pct] -clock clk0 $non_clock_inputs
set_output_delay [expr $clk_period * $clk_io_pct] -clock clk0 [all_outputs]
--- design/flow/design.v ---
module rf(clk,RegWrite,ra,rb,rc,da,db,dc);
input clk;
input RegWrite;
input [4:0] ra;  
input [4:0] rb;  
input [4:0] rc;  
input [31:0] dc;  
output [31:0] da;  
output [31:0] db;  
reg [31:0] memory [31:0];  
integer i;
initial begin
for(i=0;i<32;i=i+1)
memory[i]=i;
end
assign da=(ra!=0)?memory[ra]:0;
assign db=(rb!=0)?memory[rb]:0;
always@(posedge clk)begin
	if(RegWrite==1'b1)begin
		memory[rc]<=dc;
	end
end
endmodule
==> flow_metrics.py <==
# Physical implementation metrics
metrics = {
    "setup_path": {
        "cp-end-kind": "output pin",
        "path_max_fanout": 29,
        "worstPathRequired_ns": 5.92,
        "crit_path_frequent_cell": "clkdlybuf4s50_1",
        "endpoint": "db[10]",
        "worstPathArrival_ns": 5.12,
        "startpoint_type": "primary input",
        "cpPeakStageDelay_ns": 0.86,
        "crit_path_start": "rb[3]",
        "worst-setup-path-type": "in -> out",
        "critical-path-slowest-cell": "or3_2",
        "crit_chain": "clkdlybuf4s50_1 > or3_2 > o22ai_1 > a2111oi_0 > nor3_1 > buf_4 > clkdlybuf4s50_1",
    },
    "floorplanning": {
        "die_w_um": 397.6,
        "core-area_mm2": 0.1548,
        "die_h_um": 397.6,
        "ios": 113,
        "fp-utilization": 0.3034,
        "rows": 144,
        "chipArea_mm2": 0.1581,
    },
    "grt": {
        "grt_max_degree": 69,
        "grt_pass1_wl_um": 208700,
        "grt_pass1_vias": 28970,
        "grt_overflow_total": 0,
        "grt_util_all_layers": 0.2005,
        "grt_antenna_before_repair": 9,
    },
    "flow_run": {
        "drv_cap": 0,
        "tool_warnings": 26,
    },
    "cts": {
        "hold_buffers": 0,
        "cts-root-buf": "clkbuf_16",
        "cts_buffers": 103,
        "htree_levels": 3,
        "cts_tree": "done",
        "clockBufferDepth": 3,
        "cts.sinks": 1024,
        "cts_setup_buffers": 0,
        "clk_pin_slew_ns": 0.06,
        "cts_resized": 0,
    },
    "synth": {
        "yosys-stat-cells": 2400,
        "avgSynthCellArea_um2": 19.57,
        "edf_count": 1024,
        "ys_area_mm2": 0.04696,
        "ys_warn_count": 1,
        "synthArstFlopShare": 0,
        "netlist_instances": 2400,
        "synth-main-ff-cell": "edfxtp_1",
        "yosysSeqAreaShare": 0.6548,
        "synth_cell_types": 40,
        "syn_area_mm2": 0.04696,
        "ys_ff": 1024,
    },
    "final_timing": {
        "setup_viol": 0,
        "setup_tns_ns": 0,
        "worst_pin_slew_ns": 0.9873,
        "fin_crit_ns": 6.597,
        "clock.fmax_mhz": 151.6,
        "fin_hold_ws_ns": 1.622,
        "slew_headroom": 0.3248,
        "slew_viol_final": 0,
        "hold_viol_final": 0,
        "finalClockPeriodUsage": 0.8914,
        "rsz0062_at_grt": "false",
    },
    "final_layout": {
        "n_fill_cell": 14070,
        "drive_above_1_share": 0.3043,
        "largest_reg_flops": 1024,
        "syn2layout_area_growth_pct": 16.78,
        "final_util": 0.3543,
        "regMostFlops": "memory",
        "top_regs": "memory (1024)",
    },
    "drt": {
        "routed-via-count": 26280,
        "routed_wl_um": 147700,
        "firstDrtPassIters": 5,
        "routed_via_density": 5.571,
        "wire_per_inst_um": 31.31,
        "drtAntennaViolNets": 0,
        "drc": 0,
        "drtIter0Drc": 1709,
    },
    "power_and_ir_drop": {
        "clkPwrFrac": 0.411,
        "p_sw_mw": 2.930,
        "p_leak_nw": 17.37,
        "pwr_density_cell_mw_per_mm2": 237.8,
        "sw_frac_of_total": 0.2247,
        "seqPwrFrac": 0.497,
        "p_int_mw": 10.11,
        "comb_power_share": 0.091,
        "irDropWorstVdd_uv": 189.7,
        "p_total_mw": 13.04,
    },
    "placed_design": {
        "gp_congestion": 0.9279,
        "portBuffers": 112,
        "dp_hpwl_um": 91650,
    },
    "outcome": {
        "status": "complete, no violations",
    },
    "min_path": {
        "hold_path_depth": 2,
        "worstHoldPathType": "in -> reg",
    },
}
final cells by class:
type / count / area, µm² / area share
flip-flops and latches: 1024 / 30750 / 0.5607
clock inverters: 66 / 785.8 / 0.01433
clock buffers: 125 / 2681 / 0.04890
inverters: 25 / 98.84 / 0.001803
repair buffers: 282 / 2532 / 0.04618
multi-input cells: 1150 / 15430 / 0.2814
well taps: 2044 / 2557 / 0.04664
diodes: 1 / 2.502 / 0.00004563
placed cells by master (no fill, tap or decap), drive strengths merged, types with 2 or more instances in the layout:
master	instances
buf	177
a221oi	23
a211o	23
and2	13
clkinv	38
nand3	4
nor3	33
mux2i	183
clkbuf	125
or3b	5
a211oi	47
a2111oi	31
a22o	62
mux4	425
a21oi	46
nor2b	8
a32o	9
nor2	35
nand2	65
nand2b	3
clkdlybuf4s50	105
o221ai	31
inv	30
o22ai	55
edfxtp	1024
nand3b	7
mux2	24
clkinvlp	7
or3	2
bufinv	16
nor4	9
power groups by stage:
stage         sequential [mW]  clock (mW)  combinational (mW)
CTS                      6.48        5.45                1.19
global route             6.49        5.64                1.27
finish                   6.48        5.37                1.19
cell families after synthesis:
family | after synthesis | share of synthesized area
buf+inv | 226 | 0.02313
compound gates | 331 | 0.05409
flops | 1024 | 0.6548
mux | 632 | 0.2486
simple gates | 187 | 0.01940
worst min path at each step:
stage / startpoint / to / slack (ns)
CTS: dc[2] / memory[2][2]$_DFFE_PP_ / 1.59
global route: dc[13] / memory[17][13]$_DFFE_PP_ / 1.62
finish: dc[2] / memory[7][2]$_DFFE_PP_ / 1.62
cell usage after synthesis (all sizes together) (33+ instances only):
cell	number	share of area
edfxtp	1024	0.65
mux4	425	0.20
mux2i	183	0.039
clkbuf	104	0.0083
buf	97	0.013
nand2	65	0.0052
a22o	62	0.012
o22ai	55	0.0073
a211oi	47	0.0075
a21oi	46	0.0049
nor2	35	0.0028
nor3	33	0.0036
critical path: cells and delay by family:
kind            cells  cell delay (ns)
buf+inv             3             1.47
simple gates        2             1.12
compound gates      2             0.98
stage by stage:
step                      worst slack [ns]  instances  instance area, µm²
after floorplan                      2.872       2400               46960
after global placement              0.9315       4525               51370
after detailed placement            0.8814       4525               51370
after CTS                           0.8635       4716               54840
after global routing                0.6599       4716               54840
final                               0.8033       4717               54840
metal layers:
metal  routed length, µm  track usage  vias up
met2               67420       0.2952     1913
met1               46310       0.2142    13290
met4                3949      0.04265       18
li1                    -            -    10810
met5                 267      0.01120        -
met3               29740       0.1789      249
Power figures rest on the tool's default switching activity, not on a simulated workload.
