[./design.v]
module control(opcode, RegDst, ALUSrc, MemtoReg, RegWrite, MemRead, MemWrite, Branch,Jump, AluOP);
input [5:0] opcode;
output reg RegDst;
output reg ALUSrc;
output reg MemtoReg;
output reg RegWrite;
output reg MemRead;
output reg MemWrite;
output reg Branch;
output reg Jump;
output reg [1:0] AluOP;
always @(opcode) begin
	case (opcode)
		6'b000000:{RegDst, ALUSrc, MemtoReg, RegWrite, MemRead, MemWrite, Branch,Jump, AluOP}=10'b100100_0_0_10;  
		6'b100011:{RegDst, ALUSrc, MemtoReg, RegWrite, MemRead, MemWrite, Branch,Jump, AluOP}=10'b011110_0_0_00;  
		6'b101011:{RegDst, ALUSrc, MemtoReg, RegWrite, MemRead, MemWrite, Branch,Jump, AluOP}=10'bx1x001_0_0_00;  
		6'b000100:{RegDst, ALUSrc, MemtoReg, RegWrite, MemRead, MemWrite, Branch,Jump, AluOP}=10'bx0x000_1_0_01;  
		6'b001000:{RegDst, ALUSrc, MemtoReg, RegWrite, MemRead, MemWrite, Branch,Jump, AluOP}=10'b010100_0_0_00;  
		6'b000101:{RegDst, ALUSrc, MemtoReg, RegWrite, MemRead, MemWrite, Branch,Jump, AluOP}=10'bx0x000_1_0_01;  
		6'b000010:{RegDst, ALUSrc, MemtoReg, RegWrite, MemRead, MemWrite, Branch,Jump, AluOP}=10'bxxx000_0_1_xx; 
		default:
	{RegDst,ALUSrc,MemtoReg,RegWrite,MemRead,MemWrite,Branch,Jump,AluOP}=10'bxxx_xxx_x_xx;
	endcase
end
endmodule
[./run.sh]
#!/bin/bash
# OpenROAD 26Q1-2900-gdf79404cd8, Yosys 0.63+post, stock flow scripts
make -C /OpenROAD-flow-scripts/flow DESIGN_CONFIG=/design/flow/config.mk WORK_HOME=/design/flow/orfs finish
[./config.mk]
export PLATFORM = sky130hd
export DESIGN_NAME = control
export DESIGN_NICKNAME = control
export VERILOG_FILES = /design/flow/design.v
export SDC_FILE = /design/flow/constraint.sdc
export NUM_CORES = 4
export LEC_CHECK = 1
export CORE_AREA = 10 10 70 70
export DIE_AREA = 0 0 80 80
[./constraint.sdc]
current_design control

set clk_period 1.6
set clk_io_pct 0.2

create_clock -name clk0 -period $clk_period

set non_clock_inputs [all_inputs -no_clocks]
set_input_delay [expr $clk_period * $clk_io_pct] -clock clk0 $non_clock_inputs
set_output_delay [expr $clk_period * $clk_io_pct] -clock clk0 [all_outputs]
==> flow_summary.toml <==
# flow metrics
[drt]
first_iter_violations = 7
diodes = 0
via_per_inst = 2.72
routedWlPerCell_microns = 8.81
routed_wirelength_microns = 793
drtPass1Iterations = 2
drcViolationCount = 0
ant_nets = 0
vias = 245

[cells_and_area]
clkbuf_count = 0
fill_cells = 394
utilization = 0.126
fin_area_sq_um = 432
syn_to_final_growth_pct = 217
drive_above_1_share = 0.727
fin_cells = 90
comb_area_sq_um = 160
seq_area_sq_um = 0
ff_count = 0

[logic_synthesis]
netlist_area_sq_um = 136
yosys.cell_types.count = 15
yosys_area_sq_um = 136
top_area_cell = "buf_4"
yosys.area.top_type_share = 0.165
synthTopCellsByCount = "3 x buf_4, 2 x a21oi_1, 2 x and2_1, 2 x nor2_1, 2 x nor3_1"
synthCells = 21
most_common_cell = "buf_4"
synth.area.top_cells = "buf_4 17%, or4b_4 10%, and2_1 9.2%, a21oi_1 7.3%, nor3_1 7.3%"
avgSynthCellArea_sq_um = 6.49
postSynthSeqShare = 0
ys_warn_count = 1
ys_cells = 21

[grt]
grt_antenna_before_repair = 0
overflow = 0
grt_pass1_wl_mm = 1.18
grt_pass1_vias = 227
grt_max_degree = 7
grt_usage = 0.0219

[setup_path]
path_class = "input port to primary output"
endpoint = "AluOP[1]"
startpoint = "opcode[3]"
cp.arrival_ps = 1340
critPathCaptureType = "primary output"
startpoint_type = "input port"
required_ps = 1280
critical_path_peak_fanout = 6

[flow_run]
warning_count = 34
maxCapViolations = 0

[placed_design]
place_congestion = 0.743
dp_slack_ps = -758
dp_cells = 84
postPlaceCellArea_sq_um = 362
port_buffers = 16
hpwl_microns = 555

[sta]
setup_slack_ps = -63.8
min_period_ps = 1660
slew_violations = 0
hold_viol_final = 0
relSlewSlack = 0.859
fin_crit_sh = 1.04
setup_tns_ps = -126
setup_viol = 2
fmax_mhz = 601
rsz0062_at_grt = "yes"
tightest_slew_ps = 211

[power_and_ir_drop]
p_per_area_nw_per_um2 = 158
ir_drop_v = 0.0000187
power.leakage_nw = 0.184

[die]
die_w_microns = 80
fp.coreArea_sq_um = 3420
io_pins = 16
rows = 21
die_h_microns = 80
fp_util = 0.0399
fp.dieArea_sq_um = 6400

[outcome]
violations = "setup timing"
status = "finished with violations"

[worst_hold_path]
hold_class = "input port to primary output"
area by class of cell:
class,count,share of cell area
multi-input combinational,18,0.371
tap,46,0.133
timing repair buffer,26,0.496
metal layers:
layer  vias up  global-route usage  wire length (microns)
li1        122                   -                      -
met1       112              0.0283                    338
met2        11              0.0361                    354
met3         0             0.00795                    100
met4         0                   0                      0
met5         -                   0                      0
power by group:
group / total [mW] / leakage (nW) / switching [mW] / internal [mW]
clock: 0 / 0 / 0 / 0
combinational: 0.0681 / 0.184 / 0.0265 / 0.0416
sequential: 0 / 0 / 0 / 0
total: 0.0681 / 0.184 / 0.0265 / 0.0416
how the worst min path moves through the flow:
stage,from,slack [ps],to,cells after the start
4_1_cts,opcode[3],940,MemRead,3
5_1_grt,opcode[3],880,MemtoReg,3
6_report,opcode[3],870,MemtoReg,3
metrics by stage:
stage	power [mW]	hold WS (ps)
3_3_place_gp	0.0528	1680
5_1_grt	0.0735	884
2_1_floorplan	0.0143	656
6_report	0.0681	870
4_1_cts	0.0660	944
3_5_place_dp	0.0528	1680
repair_timing:
item / in CTS / in global routing
pin swaps: 7 / 5
setup buffers: 7 / 1
hold buffers: 0 / 0
setup endpoints to repair: 10 / 9
resized: 67 / 6
layout by cell type, fill, tap and decap left out:
cell type / count
buf_2: 8
buf_4: 7
buf_6: 6
and2_1: 2
nor3_2: 2
buf_8: 2
nor2b_1: 1
o21ai_0: 1
or4b_4: 1
nor4b_4: 1
nand2b_1: 1
a31o_1: 1
a21oi_1: 1
a21o_1: 1
nor3b_2: 1
nor2_4: 1
a21oi_2: 1
and3_4: 1
nand2_1: 1
nor2_1: 1
clkbuf_2: 1
dlygate4sd2_1: 1
clkdlybuf4s15_1: 1
cell families (layout without fill, tap and decap cells):
group                  Yosys count  in the layout  synth area share
buffers and inverters            3             26             0.165
and+or+nand+nor                 13             13             0.606
AOI/OAI and AO/OA                5              5             0.229
critical path, cell delays in order:
cell and delay [ps]:
buf_8 100, or4b_4 560, a31o_1 250, buf_2 120
Power is estimated from default activity; no workload was simulated.
