==> design.v <==
module pclogic(clk, reset,Jump, ain, aout, pcsel);
input reset;
input clk;
input [31:0] ain;
input Jump;
input pcsel;
output reg [31:0] aout;
always @(posedge clk ) begin
	if (reset==1)
		aout<=32'b0;
	else
	case({pcsel,Jump})
	2'b00: aout<=aout+1;
	2'b10: aout<=ain+aout+1;
	2'b01: aout<=ain;
	2'b11:aout<=ain;
	endcase
end
endmodule
==> run.sh <==
#!/bin/bash
# OpenROAD 26Q1-2900-gdf79404cd8, Yosys 0.63+post, stock flow scripts
make -C /OpenROAD-flow-scripts/flow DESIGN_CONFIG=/design/flow/config.mk WORK_HOME=/design/flow/orfs finish
==> config.mk <==
export PLATFORM = sky130hd
export DESIGN_NAME = pclogic
export DESIGN_NICKNAME = pclogic
export VERILOG_FILES = /design/flow/design.v
export SDC_FILE = /design/flow/constraint.sdc
export NUM_CORES = 4
export LEC_CHECK = 1
export CORE_UTILIZATION = 40
==> constraint.sdc <==
current_design pclogic

set clk_period 21.1
set clk_io_pct 0.2

create_clock -name clk0 -period $clk_period [get_ports {clk}]

set non_clock_inputs [all_inputs -no_clocks]
set_input_delay [expr $clk_period * $clk_io_pct] -clock clk0 $non_clock_inputs
set_output_delay [expr $clk_period * $clk_io_pct] -clock clk0 [all_outputs]
==> impl_metrics.env <==
# implementation run metrics
export IMPL_drc_errors=0
export IMPL_critPathMaxFanout=4
export IMPL_mi_logic_area_um2=2850
export IMPL_dr_pass1_iters=27
export IMPL_p_leak_nw=1.81
export IMPL_status="complete, no violations"
export IMPL_largestRegisters="aout (32)"
export IMPL_regMostFlops="aout"
export IMPL_clk_pin_slew_ns=0.08
export IMPL_vias_per_cell=5.80
export IMPL_syn_avg_cell_area_um2=7.35
export IMPL_required_ns=21.29
export IMPL_log_warning_count=25
export IMPL_ant_nets=0
export IMPL_cp_end_kind="register"
export IMPL_cts_root_buf="clkbuf_8"
export IMPL_rsz0062_at_grt="no"
export IMPL_cts_sinks=32
export IMPL_min_path_type="reg -> reg"
export IMPL_maxSlewViolCount=0
export IMPL_synth_cell_types=62
export IMPL_wl_per_cell_um=16.1
export IMPL_fin_setup_tns_ns=0
export IMPL_largest_area_cell="dfxtp_1"
export IMPL_p_total_w=0.000231
export IMPL_yosysChipArea_um2=3710
export IMPL_grtUsageTotal_pct=22.9
export IMPL_fp_util_pct=42.0
export IMPL_power_density_nw_per_um2=51.9
export IMPL_synth_warnings=1
export IMPL_dpl_hpwl_um=7940
export IMPL_cts_max_level=2
export IMPL_finalSetupViolCount=0
export IMPL_largest_reg_flops=32
export IMPL_seq_area_um2=641
export IMPL_path_class="in -> reg"
export IMPL_io_buffers=67
export IMPL_routed_via_count=3856
export IMPL_antenna_found_initial=0
export IMPL_async_flop_share_pct=0
export IMPL_netlist_area_leader_share_pct=17.3
export IMPL_yosysMostFrequentCell="nor2_1"
export IMPL_post_route_worst_setup_slack_ns=14.05
export IMPL_cts_made_buffers=5
export IMPL_worst_slew_pin_slew_ns=0.870
export IMPL_instances_no_fill=665
export IMPL_syn_inst=505
export IMPL_synth_area_um2=3710
export IMPL_arrival_ns=7.25
export IMPL_yosys_cells=505
export IMPL_worstSkewPairLatency_ns=0.29
export IMPL_clockBufferDepth=2
export IMPL_yosys_top_cells_area="dfxtp_1, ha_1, a21oi_1"
export IMPL_min_period_ns=7.05
export IMPL_ys_flop_type="dfxtp_1"
export IMPL_post_place_ws_ns=13.74
export IMPL_core_um2=8850
export IMPL_die_x_um=98.4
export IMPL_nFillCells=920
export IMPL_start_kind="input pin"
export IMPL_grt_pass1_wl_um=17800
export IMPL_gp_congestion=0.922
export IMPL_cts_setup_buffers=0
export IMPL_antennaDiodeCount=0
export IMPL_timing_max_cap_violations=0
export IMPL_synthToLayoutAreaGrowth_pct=19.9
export IMPL_fin_worst_skew_ns=0.0129
export IMPL_grt_max_degree=46
export IMPL_finalHoldViolations=0
export IMPL_die_h_um=98.4
export IMPL_drt_iter0_drc=151
export IMPL_grt_pass1_vias=3596
export IMPL_ir_worst_vdd_v=0.0000208
export IMPL_wl_um=10700
export IMPL_layout_drive_gt1_share_pct=4.31
export IMPL_synth_flops=32
export IMPL_edf_count=0
export IMPL_overflow=0
export IMPL_ys_seq_share_pct=17.3
export IMPL_rows=34
export IMPL_common_cells="nor2_1, a21oi_1, nand2_1, dfxtp_1, ha_1"
export IMPL_fmax_mhz=142
export IMPL_cts_resized=0
export IMPL_io_pins=68
export IMPL_cts_tree="done"
export IMPL_fin_crit_sh_pct=33.4
export IMPL_die_area_um2=9670
export IMPL_slew_headroom_pct=41.6
export IMPL_dp_cells=658
export IMPL_ctsHoldBuffers=0
[logic make-up (layout without fill, tap and decap cells)]
family	after synthesis	after routing	share of synthesized area, %
AND/OR/NAND/NOR	184	184	23.7
AND-OR/OR-AND	156	156	27.6
XOR/XNOR	55	55	13.0
buffers and inverters	41	93	6.10
adder cells (fa/ha/maj)	33	33	11.3
flip-flops	32	32	17.3
multiplexers	4	4	1.08
[final timing paths]
path	depth (start not counted)	slack [ns]	endpoint	from
worst min register to register	2	0.65	aout[13]$_SDFF_PP0_	aout[13]$_SDFF_PP0_
worst max register to register	13	18.03	aout[24]$_SDFF_PP0_	aout[0]$_SDFF_PP0_
worst max-delay path	14	14.05	aout[24]$_SDFF_PP0_	ain[0]
worst min-delay path	2	0.65	aout[13]$_SDFF_PP0_	aout[13]$_SDFF_PP0_
[layout make-up]
class | count | area share (%)
Tap cell | 108 | 3.03
Clock buffer | 6 | 1.63
Multi-Input combinational cell | 432 | 63.9
Sequential cell | 32 | 14.4
Timing Repair Buffer | 70 | 15.6
Clock inverter | 1 | 0.112
Inverter | 16 | 1.35
[report_power, final]
part           internal, W  switching (W)  total (W)
combinational    0.0000531      0.0000560   0.000109
sequential       0.0000661     0.00000833  0.0000744
clock            0.0000225      0.0000252  0.0000477
total             0.000142      0.0000895   0.000231
[metrics by stage]
step	area, um2	hold WS [ns]	util (%)
floorplan	3710	0.584	-
global placement	4380	0.636	49.4
detailed placement	4380	0.628	49.4
CTS	4450	0.656	50.3
global route	4450	0.690	50.3
finish	4450	0.650	50.3
[worst max-delay path, stage by stage]
cell and delay, ns:
clkdlybuf4s50_1 0.42, inv_1 0.06, ha_1 0.16, inv_1 0.05, fa_1 0.39, a21o_2 0.23
a221o_2 0.39, a32oi_1 0.22, o21a_1 0.21, o21ai_0 0.14, a31o_2 0.32, mux2i_1 0.15
a31oi_1 0.09, o21a_1 0.18
[metal layers]
layer  share of wire [%]  global-route usage (%)  vias up
met5                   0                       0        -
met4                 1.0                    3.79        0
met3                 3.9                    2.11       10
met2                  45                    37.3      115
met1                  50                    33.9     1788
li1                    -                       -     1943
[layout by cell type (no fill, tap or decap), types with 4 or more instances in the layout]
cell type	netlist	routed
nand2_1	40	40
o211ai_1	5	5
ha_1	32	32
xor2_1	25	25
o21bai_1	4	4
mux2i_1	4	4
nor3_1	11	11
nor2_1	63	63
nand2b_1	5	5
inv_1	16	16
a21oi_1	55	55
clkbuf_8	4	5
clkdlybuf4s50_1	0	67
a22oi_1	4	4
a21o_1	12	12
a31oi_1	7	7
dfxtp_1	32	32
and4_1	4	4
and3_1	9	9
nand4_1	7	7
o21ai_0	19	19
a211oi_1	18	18
and2_1	5	5
nand3_1	27	27
xnor2_1	30	30
